File: ./config.mk
export PLATFORM = sky130hd
export DESIGN_NAME = elevator_controller
export DESIGN_NICKNAME = elevator_controller
export VERILOG_FILES = /design/flow/design.v
export SDC_FILE = /design/flow/constraint.sdc
export NUM_CORES = 4
export LEC_CHECK = 1
export CORE_UTILIZATION = 30
File: ./constraint.sdc
current_design elevator_controller

set clk_period 35.1
set clk_io_pct 0.2

create_clock -name clk0 -period $clk_period [get_ports {clk}]

set non_clock_inputs [all_inputs -no_clocks]
set_input_delay [expr $clk_period * $clk_io_pct] -clock clk0 $non_clock_inputs
set_output_delay [expr $clk_period * $clk_io_pct] -clock clk0 [all_outputs]
File: ./design.v
module elevator_controller #(
  parameter N = 8,
  parameter NUM_CLK_DELAY = 1024
  )(
  input                    clk,     
  input                    rst_n,   
  input  [N-1:0]           button_up,
  input  [N-1:0]           button_down,
  input                    button_close,
  input                    button_open,
  input  [N-1:0]           button_select_floor,
  input  [N-1:0]           floor_sensor,
  input                    overweight_sensor,
  input                    fire_alert,
  output                   close_door,
  output                   open_door,
  output                   motor_up,
  output                   motor_down,
  output                   direction_up,
  output                   direction_down
);
wire cnt_eq_0, dec_cnt, init_cnt;
wire [2:0] current_floor;
control_unit #(.N(N)) control_dut(
.clk                (clk),
.rst_n              (rst_n),
.button_up          (button_up),
.button_down        (button_down),
.button_close       (button_close),
.button_open        (button_open),
.button_select_floor(button_select_floor),
.floor_sensor       (floor_sensor),
.overweight_sensor  (overweight_sensor),
.fire_alert         (fire_alert),
.cnt_eq_0           (cnt_eq_0),
.close_door         (close_door),
.open_door          (open_door),
.current_floor      (current_floor),
.motor_up           (motor_up),
.motor_down         (motor_down),
.direction_up       (direction_up),
.direction_down     (direction_down),
.dec_cnt            (dec_cnt),
.init_cnt           (init_cnt)
  );
datapath #(.NUM_CLK_DELAY(NUM_CLK_DELAY)) datapath_dut(
.clk     (clk),
.rst_n   (rst_n),
.dec_cnt (dec_cnt),
.init_cnt(init_cnt),
.cnt_eq_0(cnt_eq_0)
  );
endmodule
module control_unit #(
  parameter N = 8
  )(
  input                         clk,     
  input                         rst_n,   
  input       [N-1:0]           button_up,
  input       [N-1:0]           button_down,
  input                         button_close,
  input                         button_open,
  input       [N-1:0]           button_select_floor,
  input       [N-1:0]           floor_sensor,
  input                         overweight_sensor,
  input                         fire_alert,
  input                         cnt_eq_0,
  output reg                    close_door,
  output reg                    open_door,
  output reg  [$clog2(N)-1:0]   current_floor,
  output reg                    motor_up,
  output reg                    motor_down,
  output reg                    direction_up,
  output reg                    direction_down,
  output reg                    dec_cnt,
  output reg                    init_cnt
);
  localparam  CHECK = 2'b00,
              UP    = 2'b01,
              DOWN  = 2'b10,
              OPEN  = 2'b11;
reg [1:0] state, next_state;
reg rq_at_lower, rq_at_higher, rq_at_curr, up_rq_curr, down_rq_curr;
reg [N-1:0] rq_floor;
reg down_floor, up_floor;
reg [$clog2(N)-1:0] current_floor_reg;
integer i;
always @(posedge clk or negedge rst_n) begin : proc_state
  if(~rst_n) begin
    state <= 0;
  end else begin
    state <= next_state;
  end
end
always @(posedge clk or negedge rst_n) begin : proc_current_floor_reg
  if(~rst_n) begin
    current_floor_reg <= 0;
  end else begin
    if (current_floor_reg != current_floor) begin
      current_floor_reg <= current_floor;
    end
  end
end
always @(*) begin
 if (current_floor == current_floor_reg + 1) begin
   up_floor = 1;
 end else begin
  up_floor = 0;
 end
 if (current_floor == current_floor_reg - 1) begin
   down_floor = 1;
 end else begin 
  down_floor = 0;
 end 
end
always @(posedge clk or negedge rst_n) begin : proc_direction_up
  if(~rst_n) begin
    direction_up <= 0;
    direction_down <= 0;
  end 
  else if (up_floor) begin
    if (current_floor != N-1) begin
      direction_up <= 1;
      direction_down <= 0;
    end else begin 
      direction_up <= 0;
      direction_down <= 0;
    end
  end 
  else if (down_floor) begin
    if (current_floor != 0) begin
      direction_up <= 0;
      direction_down <= 1;
    end else begin 
      direction_up <= 0;
      direction_down <= 0;
    end
  end
  else if (direction_up) begin
    if (up_rq_curr | rq_at_higher)begin 
      direction_up <= 1;
      direction_down <= 0;
    end else begin 
      direction_up <= 0;
      direction_down <= 0;
    end
  end
  else if (direction_down) begin
    if (down_rq_curr | rq_at_lower)begin 
      direction_up <= 0;
      direction_down <= 1;
    end else begin 
      direction_up <= 0;
      direction_down <= 0;
    end
  end
  else begin 
    direction_up <= 0;
    direction_down <= 0;
  end
end
always @(*) begin
  for (i = 0; i < N; i=i+1) begin
    if (floor_sensor[i]==1) begin
      current_floor = i;
    end
  end
end
always @(*) begin
  rq_at_curr = 0;
  up_rq_curr = 0;
  down_rq_curr = 0;
  rq_at_lower = 0;
  rq_at_higher = 0;
  for (i = 0; i < N; i=i+1) begin
    rq_floor[i] = button_select_floor[i] | button_up[i] | button_down[i];
  end
  for (i = 0; i < N; i=i+1) begin
    if (rq_floor[i] == 1) begin
      if(current_floor == i) begin 
        rq_at_curr = 1;
        if (button_up[i]) begin
          up_rq_curr = 1;
        end
        if (button_down[i]) begin
          down_rq_curr = 1;
        end
      end
      if(current_floor > i) rq_at_lower = 1;
      if(current_floor < i) rq_at_higher = 1;
    end
  end
end
always @(*) begin
  close_door = 0;
  open_door = 0;
  motor_up = 0;
  motor_down = 0;
  dec_cnt = 0;
  init_cnt = 0;
  next_state = CHECK;
  case (state)
  CHECK: begin
    if (fire_alert) begin
      next_state = OPEN;
    end
    else if (rq_at_curr) begin
      if (up_rq_curr) begin
        if (direction_down != 1) begin
          next_state = OPEN;
          init_cnt = 1;
        end else if (rq_at_higher) begin
            if (direction_down != 1) begin
              next_state = UP;
            end
        end
        else if (rq_at_lower) begin
            if (direction_up != 1) begin
              next_state = DOWN;
            end else next_state = CHECK;
        end 
      end 
      else if (down_rq_curr) begin
        if (direction_up != 1) begin
          next_state = OPEN;
          init_cnt = 1;
        end else if (rq_at_higher) begin
            if (direction_down != 1) begin
              next_state = UP;
            end
        end
        else if (rq_at_lower) begin
            if (direction_up != 1) begin
              next_state = DOWN;
            end else next_state = CHECK;
        end 
      end 
      else begin 
        next_state = OPEN;
        init_cnt = 1;
      end 
    end 
    else if (rq_at_higher) begin
        if (direction_down != 1) begin
          next_state = UP;
        end
    end
    else if (rq_at_lower) begin
        if (direction_up != 1) begin
          next_state = DOWN;
        end else next_state = CHECK;
    end 
    else begin 
        next_state = CHECK;
    end
  end
  OPEN: begin 
    close_door = 0;
    open_door = 1;
    if (overweight_sensor) begin
      next_state = OPEN;
    end else if (button_open) begin
      next_state = OPEN;
    end else if (button_close) begin
      close_door = 1;
      open_door = 0;
      next_state = CHECK;
    end else if (cnt_eq_0) begin
      close_door = 1;
      open_door = 0;
      next_state = CHECK;
    end else begin 
      dec_cnt = 1;
      next_state = OPEN;
    end
  end
  UP: begin 
    motor_up = 1;
    if (up_floor) begin
      next_state = CHECK;
    end else next_state = UP;
  end
  DOWN: begin 
    motor_down = 1;
    if (down_floor) begin
      next_state = CHECK;
    end else next_state = DOWN;
  end
  endcase
end
endmodule
module datapath #(
  parameter NUM_CLK_DELAY = 1024
  )(
  input clk,
  input rst_n,
  input dec_cnt,
  input init_cnt,
  output cnt_eq_0
);
reg [NUM_CLK_DELAY-1:0] cnt;
always @(posedge clk or negedge rst_n) begin
  if(~rst_n) begin
    cnt <= 0;
  end else begin
    if (init_cnt) begin
      cnt <= NUM_CLK_DELAY;
    end else if (dec_cnt) begin
      cnt <= cnt - 1;
    end
  end
end
assign cnt_eq_0 = cnt==0;
endmodule
File: ./run.sh
#!/bin/bash
# OpenROAD 26Q1-2900-gdf79404cd8, Yosys 0.63+post, stock flow scripts
make -C /OpenROAD-flow-scripts/flow DESIGN_CONFIG=/design/flow/config.mk WORK_HOME=/design/flow/orfs finish
==> metrics.txt <==
# HELP chip_impl_metric Flow report values
# TYPE chip_impl_metric gauge
chip_impl_metric{name="post_synth_inst_count",unit=""} 8335
chip_impl_metric{name="setup_tns",unit="ps"} 0
chip_impl_metric{name="fp.dieW",unit="µm"} 478
chip_impl_metric{name="synthXorXnorAreaFrac",unit="%"} 7.73
chip_impl_metric{name="dp.cells",unit=""} 11400
chip_impl_metric{name="drv_cap",unit=""} 0
chip_impl_info{name="cts_tree",value="done"} 1
chip_impl_metric{name="post_synthesis_cell_area",unit="µm²"} 68000
chip_impl_metric{name="number_of_register_pins_that_no_clock_reaches",unit=""} 3
chip_impl_metric{name="postCtsSetupBuffers",unit=""} 0
chip_impl_metric{name="grt_use_total",unit="%"} 35.4
chip_impl_metric{name="avgViaCountPerCell",unit=""} 6.34
chip_impl_metric{name="numSynthFlops",unit=""} 1036
chip_impl_metric{name="cp_data_arrival_time",unit="ps"} 8430
chip_impl_metric{name="met3_usage",unit="%"} 13.0
chip_impl_metric{name="grt_first_pass_wirelength",unit="µm"} 558000
chip_impl_metric{name="multiplexer_area_fraction_after_synthesis",unit="%"} 1.69
chip_impl_metric{name="post-dp-hpwl",unit="µm"} 305000
chip_impl_metric{name="ys_sh_aoi",unit="%"} 5.73
chip_impl_info{name="grt-busiest-layer",value="met2"} 1
chip_impl_info{name="nature_of_the_critical_path_endpoint",value="primary output"} 1
chip_impl_metric{name="cts_hold_buffers",unit=""} 0
chip_impl_info{name="hold_path_class",value="reg -> reg"} 1
chip_impl_info{name="cts_root_buffer",value="clkbuf_16"} 1
chip_impl_metric{name="finalMaxSlewViolations",unit=""} 0
chip_impl_metric{name="met2_usage",unit="%"} 48.9
chip_impl_metric{name="grt.overflow.total",unit=""} 0
chip_impl_metric{name="postRouteWirelength",unit="µm"} 399000
chip_impl_metric{name="pin_count_of_the_biggest_net_entering_global_routing",unit=""} 125
chip_impl_metric{name="tool_warnings",unit=""} 43
chip_impl_metric{name="route.detailed.drc",unit=""} 0
chip_impl_metric{name="synth.cellmix.simpleShare",unit="%"} 44.3
chip_impl_metric{name="asyncSetResetFlopFracSynth",unit="%"} 99.7
chip_impl_metric{name="multi_input_comb_area",unit="µm²"} 40700
chip_impl_metric{name="cts_made_buffers",unit=""} 138
chip_impl_info{name="worstSetupPathType",value="in -> out"} 1
chip_impl_metric{name="worst_slew_slack_as_a_fraction_of_its_limit",unit="%"} 10.8
chip_impl_info{name="status",value="completed"} 1
chip_impl_metric{name="port_buffers",unit=""} 43
chip_impl_metric{name="synth_warnings",unit=""} 2
chip_impl_metric{name="detail_route.first_pass.iterations",unit=""} 7
chip_impl_metric{name="fraction_of_layout_cells_with_a_size_suffix_above_1",unit="%"} 10.3
chip_impl_metric{name="netlist-cell-type-count",unit=""} 79
chip_impl_metric{name="share_of_the_core_filled_by_cells_before_placement",unit="%"} 30.2
chip_impl_info{name="ff_type",value="dfrtp_1"} 1
chip_impl_metric{name="timing.critical_path.fanout_max",unit=""} 3
chip_impl_info{name="timing.critical_path.from_type",value="input port"} 1
chip_impl_metric{name="floorplan.rows",unit=""} 174
chip_impl_metric{name="hold_viol_final",unit=""} 0
chip_impl_metric{name="worst-endpoint-required",unit="ps"} 28080
chip_impl_metric{name="period_used_share",unit="%"} 44.0
chip_impl_metric{name="synth.cellmix.adderShare",unit="%"} 0.0552
chip_impl_metric{name="clk_pin_slew",unit="ps"} 60
chip_impl_metric{name="die-height",unit="µm"} 478
chip_impl_metric{name="untimed_endpoints",unit=""} 6
chip_impl_metric{name="area_growth_from_synthesis_to_layout",unit="%"} 16.0
chip_impl_metric{name="setup-violations-final",unit=""} 0
chip_impl_metric{name="final_period_minus_worst_setup_slack",unit="ps"} 15450
chip_impl_metric{name="floorplan.die_area",unit="µm²"} 229000
chip_impl_metric{name="max_clock_freq",unit="MHz"} 64.7
chip_impl_metric{name="worst-slew-pin-transition",unit="ps"} 1320
chip_impl_metric{name="dr.first_iter.drc_count",unit=""} 8105
chip_impl_metric{name="detail-route-antenna-nets",unit=""} 0
chip_impl_info{name="dominant_comb_cell",value="simple AND/OR/NAND/NOR gates"} 1
chip_impl_metric{name="clk_path_buf_depth",unit=""} 3
chip_impl_metric{name="synth-edff-count",unit=""} 0
chip_impl_metric{name="yosys_cells",unit=""} 8335
chip_impl_metric{name="final-instance-count-excl-fill",unit=""} 11700
chip_impl_metric{name="via_count_of_the_first_global_routing_pass",unit=""} 69900
chip_impl_metric{name="routabilityCongestion",unit=""} 1.08
chip_impl_metric{name="number_of_flip_flops_in_the_largest_register",unit=""} 1024
chip_impl_metric{name="seqCellArea",unit="µm²"} 25900
chip_impl_metric{name="top_level_ports",unit=""} 44
chip_impl_metric{name="syn_avg_cell_area",unit="µm²"} 8.16
chip_impl_metric{name="n_fill_cell",unit=""} 23200
chip_impl_metric{name="gr-usage-met1",unit="%"} 48.8
chip_impl_metric{name="htree_levels",unit=""} 4
chip_impl_metric{name="antenna_found_initial",unit=""} 24
chip_impl_metric{name="routed-via-count",unit=""} 74200
chip_impl_metric{name="post_cts.resized_instances",unit=""} 0
chip_impl_metric{name="routed_wire_length_per_instance",unit="µm"} 34.1
chip_impl_metric{name="core",unit="µm²"} 225000
chip_impl_metric{name="worst_clock_skew",unit="ps"} 64.6
chip_impl_metric{name="synth-area-yosys",unit="µm²"} 68000
chip_impl_info{name="grt_setup_unrepaired",value="false"} 1
chip_impl_metric{name="worstSkewPairLatency",unit="ps"} 850
-- area by class of cell --
class	instances	area share (%)
antenna	31	0.0984
clock buffer	196	5.13
clock inverter	53	0.798
inverter	31	0.148
multi-input combinational	6901	51.6
sequential	1036	32.8
tap	2992	4.75
timing repair buffer	461	4.64
-- cell usage after synthesis (13+ instances only) --
library cell / count / area [µm²]
a21oi_1: 223 / 1120
a31o_2: 39 / 342
a31oi_1: 17 / 106
a41o_1: 16 / 160
and2_1: 36 / 225
and3_1: 69 / 432
and4_1: 57 / 499
buf_1: 18 / 67.6
buf_2: 23 / 115
buf_4: 18 / 135
clkbuf_1: 304 / 1140
dfrtp_1: 1032 / 25800
inv_1: 31 / 116
mux2i_1: 106 / 1060
nand2_1: 676 / 2540
nand2b_1: 175 / 1090
nand3_1: 490 / 2450
nand3b_1: 38 / 285
nand4_1: 437 / 2730
nand4b_1: 40 / 350
nor2_1: 1203 / 4520
nor2b_1: 17 / 106
nor3_1: 676 / 3380
nor3b_1: 33 / 248
nor4_1: 644 / 4030
nor4_2: 28 / 350
nor4b_1: 60 / 526
o211ai_1: 52 / 390
o21ai_0: 131 / 656
o311ai_0: 13 / 114
o31ai_1: 61 / 458
o41ai_1: 18 / 158
or2_2: 99 / 619
or3_1: 376 / 2350
or4_1: 332 / 2490
or4b_2: 14 / 140
xnor2_1: 275 / 2410
xor2_1: 325 / 2850
-- kinds of logic after synthesis --
family / after synthesis
latches: 3
multiplexers: 112
flip-flops: 1033
AND/OR/NAND/NOR: 5567
buffers and inverters: 398
XOR/XNOR: 600
AND-OR/OR-AND: 619
adder cells (fa/ha/maj): 3
-- stage by stage --
stage / area, µm² / utilization (%) / setup WS [ps] / hold slack (ps)
global route: 78800 / 35.0 / 19600 / 561
finish: 78900 / 35.0 / 19650 / 530
floorplan: 68000 / - / 20780 / 491
CTS: 78800 / 35.0 / 19650 / 531
detailed placement: 74100 / 32.9 / 19650 / 524
global placement: 74100 / 32.9 / 19530 / 509
-- metal layers --
metal	vias to the layer above	share of wire, %
met5	-	0.039
met1	37100	41
li1	31800	-
met3	982	12
met4	22	6.6
met2	4205	41
-- path summary, 6_finish.rpt --
check / from / to / slack (ps) / depth (start not counted)
setup / recovery: button_open / close_door / 19650 / 5
hold / removal: datapath_dut.cnt[403]$_DFFE_PN0P_ / datapath_dut.cnt[404]$_DFFE_PN0P_ / 530 / 1
setup reg to reg: datapath_dut.cnt[108]$_DFFE_PN0P_ / datapath_dut.cnt[529]$_DFFE_PN0P_ / 27430 / 13
hold reg to reg: datapath_dut.cnt[403]$_DFFE_PN0P_ / datapath_dut.cnt[404]$_DFFE_PN0P_ / 530 / 1
max in group asynchronous: rst_n / datapath_dut.cnt[501]$_DFFE_PN0P_ / 25330 / 6
min in group asynchronous: rst_n / datapath_dut.cnt[5]$_DFFE_PN0P_ / 6180 / 1
-- placed cells by master (no fill, tap or decap), types with 57 or more instances in the layout --
cell type	synthesis	final
nor4b_1	60	59
o21ai_0	131	131
a21oi_1	223	223
xor2_1	325	325
nor4_1	644	622
or3_1	376	376
mux2i_1	106	106
nand2_1	676	676
dfrtp_1	1032	1032
o31ai_1	61	61
nand4_1	437	437
or2_2	99	99
and3_1	69	67
nor3_1	676	669
xnor2_1	275	275
or4_1	332	331
nand3_1	490	488
and4_1	57	57
nor2_1	1203	1201
buf_4	18	411
nand2b_1	175	175
clkbuf_16	0	141
-- critical path, cell delays in order --
cell	delay (ps)
clkdlybuf4s50_1	470
nor2_1	180
o21ai_1	110
nor2_1	160
clkdlybuf4s50_1	480
